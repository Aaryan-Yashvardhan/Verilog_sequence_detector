`flow/design.v`:
```
module Sequence_Detector_MOORE_Verilog(
  sequence_in,  
  clock,        
  reset,        
  detector_out  
);
  input clock;                      
  input reset;                      
  input sequence_in;                
  output reg detector_out;          
  parameter Zero = 4'b0000,         
            One = 4'b0001,          
            OneZero = 4'b0010,      
            OneZeroZero = 4'b0100,  
            OneZeroZeroOne = 4'b1001;  
  reg [3:0] current_state, next_state;  
  always @(posedge clock, posedge reset)
  begin
    if (reset == 1) 
      current_state <= Zero;     
    else
      current_state <= next_state;  
  end
  always @(current_state, sequence_in)
  begin
    case (current_state)
      Zero:
        begin
          if (sequence_in == 1)
            next_state = One;
          else
            next_state = Zero;
        end
      One:
        begin
          if (sequence_in == 0)
            next_state = OneZero;
          else
            next_state = One;
        end
      OneZero:
        begin
          if (sequence_in == 0)
            next_state = OneZeroZero;
          else
            next_state = One;
        end
      OneZeroZero:
        begin
          if (sequence_in == 0)
            next_state = Zero;
          else
            next_state = OneZeroZeroOne;
        end
      OneZeroZeroOne:
        begin
          if (sequence_in == 0)
            next_state = OneZero;
          else
            next_state = One;
        end
      default:
        next_state = Zero;
    endcase
  end
  always @(current_state)
  begin
    case (current_state)
      Zero:
        detector_out = 0;
      One:
        detector_out = 0;
      OneZero:
        detector_out = 0;
      OneZeroZero:
        detector_out = 0;
      OneZeroZeroOne:
        detector_out = 1;
      default:
        detector_out = 0;
    endcase
  end
endmodule
```
`flow/run.sh`:
```
#!/bin/bash
# OpenROAD 26Q1-2900-gdf79404cd8, Yosys 0.63+post, stock flow scripts
make -C /OpenROAD-flow-scripts/flow DESIGN_CONFIG=/design/flow/config.mk WORK_HOME=/design/flow/orfs finish
```
`flow/config.mk`:
```
export PLATFORM = sky130hd
export DESIGN_NAME = Sequence_Detector_MOORE_Verilog
export DESIGN_NICKNAME = Sequence_Detector_MOORE_Verilog
export VERILOG_FILES = /design/flow/design.v
export SDC_FILE = /design/flow/constraint.sdc
export NUM_CORES = 4
export LEC_CHECK = 1
export CORE_AREA = 10 10 70 70
export DIE_AREA = 0 0 80 80
```
`flow/constraint.sdc`:
```
current_design Sequence_Detector_MOORE_Verilog

set clk_period 1.1
set clk_io_pct 0.2

create_clock -name clk0 -period $clk_period [get_ports {clock}]

set non_clock_inputs [all_inputs -no_clocks]
set_input_delay [expr $clk_period * $clk_io_pct] -clock clk0 $non_clock_inputs
set_output_delay [expr $clk_period * $clk_io_pct] -clock clk0 [all_outputs]
```
==> results_slide.txt <==
Key Metrics from the Run

Status
  – Status: finished clean

Critical path
  – CP required: between 0.8 and 0.9 ns
  – Crit path launch type: register
  – Max incr delay on CP: ~0.37 ns
  – Crit end category: output port
  – Crit-path leading delay family: flip-flops
  – Crit-path cells: clkdlybuf4s15_1
  – CP Class: register to output port
  – R2R setup slack: ~0.09 ns
  – Worst Path Buf+Inv: 1
  – Crit-path slowest cell: dfrtp_1
  – Critical Path Fanout Max: 2
  – CP Data Arrival Time: ~0.81 ns

Synth
  – Syn. warnings: 1
  – Largest cells by area: dfrtp_1, dfstp_2, o21ba_2
  – Synth Seq Share: 0.727
  – Syn_area_per_cell: 15.8 um^2
  – Cell total in the yosys stat output: 11
  – Synthesized netlist cell count: 11
  – Synth flops: 5
  – Synthesis area per yosys: 174 um^2
  – Synth unique cells: 7
  – Cell accounting for the most synthesized area: dfrtp_1
  – Post-Syn Area: 174 um^2
  – Top cell area share: 0.576

Global route
  – First-pass GRT wire length: 614 um
  – Vias in the first global route: roughly 130
  – GRT Util Overall: 0.0132
  – Grt total ovfl: 0
  – Initial antenna violation count: 0
  – Pin count of the biggest net entering global routing: 6

Final timing
  – Cycle use final: 0.938
  – Clock Skew: 0.00387 ns
  – Setup WS post-layout: 0.0679 ns
  – Number of failing hold endpoints at the final stage: 0
  – Final setup vio count: 0
  – TNS Setup: 0 ns
  – Min Clock Period, post-route: 1.03 ns
  – RSZ-0062 raised after global routing: false
  – Slew headroom: 0.877
  – Worst slew pin tran: 0.184 ns
  – Max Slew Vio Count: 0
  – Fmax: 0.969 GHz

Hold path
  – Type of the most critical hold path: input pin to async pin

Routing
  – Antenna fix cells: 0
  – DR pass1 iterations: 1
  – Total number of vias: 117
  – Final wirelength: 355 um
  – Number of routed nets with antenna violations: 0
  – 1st-iter DRT viols: 0
  – Vias per Instance: around 1.8
  – Post-DR wirelength/cell: 5.46 um
  – Residual DRC: 0

Final layout
  – Layout cell share with drive strength beyond 1: 0.368
  – Most frequent logic cell in the layout: dfrtp_1
  – Area grow syn2layout: 69.8%
  – Top Layout Cells: dfrtp_1, clkbuf_4, o21ba_2, clkdlybuf4s50_1
  – Most flop-heavy register: current_state
  – Largest register FFs: 5
  – Top flop regs: current_state (5)

Clock tree
  – CTS sink cnt: 5
  – CTS tree: done
  – Clock transition at path regs: 0.04 ns
  – Root Driver: clkbuf_4
  – CTS Buffer Depth: 2
  – Latest clock arrival within the worst-skew pair: 0.24 ns
  – CTS buffer count: 3
  – H-tree Lvls: 1

Power
  – Leak pwr: 0.000118 uW
  – Peak VDD IR: approximately 0.00035 V
  – Pwr Density: about 1400 nW/um^2

Job
  – OpenROAD warnings: 25
  – Max Cap Viol: 0

Place
  – Routability cong.: 0.649
  – Worst slack at placement: 0.0208 ns
  – Port Buffers: 3

Floorplan
  – Die Ht: 80 um
  – Die W: approximately 80 um
  – Row count: 21
  – Full die area: around 6400 um^2
  – I/O pin cnt: 4
  – Core Footprint: 3420 um^2
  – Starting Density: 0.0509
==> per-stage QoR <==
step	std cells	area [um^2]	total power (uW)	hold WS [ns]	util
2_1_floorplan	11	174	192	-0.00221	-
3_3_place_gp	60	262	201	0.430	0.0766
3_5_place_dp	60	262	201	0.438	0.0766
4_1_cts	65	294	414	0.188	0.0861
5_1_grt	65	295	443	0.185	0.0864
6_report	65	295	409	0.182	0.0864
==> cell families after synthesis <==
family	after synthesis	share of synthesized area
DFF	5	0.727
AOI/OAI and AO/OA	3	0.180
buffers and inverters	1	0.0216
and+or+nand+nor	2	0.0720
==> routing by layer <==
| layer | track usage | vias up | share of wire |
|---|---|---|---|
| met5 | 0 | - | 0 |
| met4 | 0.00528 | 0 | 0 |
| met3 | 0.0182 | 0 | 0.19 |
| met2 | 0.00963 | 8 | 0.27 |
| met1 | 0.0174 | 55 | 0.53 |
| li1 | - | 54 | - |
==> timing repair <==
item | in CTS | in global routing
endpoints found under the setup margin | 1 | 1
endpoints found under the hold margin | 0 | 0
gates resized | 1 | 1
hold buffers | 0 | 0
cloned | 0 | 0
setup buffers | 1 | 0
==> worst paths after layout <==
path | startpoint | to | cells after the start
setup / recovery | current_state[4] | detector_out | 1
hold / removal | reset | current_state[3] | 2
setup reg to reg | current_state[4] | current_state[3] | 2
hold reg to reg | current_state[1] | current_state[4] | 1
max in group asynchronous | reset | current_state[0] | 2
min in group clk0 | current_state[1] | current_state[4] | 1
==> Yosys cell counts, drive strengths merged <==
master / n
o41a: 1
inv: 1
nor2b: 1
dfrtp: 4
and2: 1
o21ba: 2
dfstp: 1
==> cell type report <==
type	instances	area [um^2]
clock buffer	4	26.3
fill	403	3120
inverter	1	3.75
multi-input combinational	5	43.8
sequential	5	126
tap	46	57.6
timing repair buffer	4	37.5
==> worst register-to-register path, stage by stage, from the launching register on <==
cell	delay (ns)
dfrtp_1	0.37
buf_4	0.14
o41a_1	0.39
==> power by group <==
group	internal [uW]	switching, uW	leakage (uW)
clock	137	73.3	0.0000150
sequential	185	0	0.0000662
combinational	7.87	5.74	0.0000364
Power is estimated from default activity; no workload was simulated.
